[/design/flow/constraint.sdc]
current_design fifo

set clk_period 5.6
set clk_io_pct 0.2

create_clock -name clk0 -period $clk_period [get_ports {clk}]

set non_clock_inputs [all_inputs -no_clocks]
set_input_delay [expr $clk_period * $clk_io_pct] -clock clk0 $non_clock_inputs
set_output_delay [expr $clk_period * $clk_io_pct] -clock clk0 [all_outputs]
[/design/flow/run.sh]
#!/bin/bash
# OpenROAD 26Q1-2900-gdf79404cd8, Yosys 0.63+post, stock flow scripts
make -C /OpenROAD-flow-scripts/flow DESIGN_CONFIG=/design/flow/config.mk WORK_HOME=/design/flow/orfs finish
[/design/flow/design.v]
`default_nettype none
module fifo#(
  parameter DATA_W = 8,
  parameter FIFO_DEPTH = 16,
  parameter FIFO_DEPTHLOG2 = 5
)
(
  input  wire                 clk,
  input  wire                 rst_n,
  input  wire                 fifo_init,
  input  wire                 fifo_wr_en,
  input  wire [DATA_W-1:0]    fifo_wr_data,
  output wire                 fifo_empty,
  output wire                 fifo_full,
  input  wire                 fifo_rd_en,
  output wire [DATA_W-1:0]    fifo_rdata
);
  reg [FIFO_DEPTHLOG2-1:0] reg_wr_ptr;
  reg [FIFO_DEPTHLOG2-1:0] reg_rd_ptr;
  reg [FIFO_DEPTHLOG2-1:0] reg_fifo_space_used;
  reg [DATA_W-1:0]         reg_fifo_bank[0:FIFO_DEPTH-1];
  always@(posedge clk or negedge rst_n) begin
    if (rst_n == 1'b0) begin
      reg_wr_ptr <= {(FIFO_DEPTHLOG2){1'b0}}; 
      reg_rd_ptr <= {(FIFO_DEPTHLOG2){1'b0}}; 
      reg_fifo_space_used <= {(FIFO_DEPTHLOG2){1'b0}}; 
    end else begin
      if(fifo_wr_en) begin
        if(reg_wr_ptr == FIFO_DEPTH - 1)
          reg_wr_ptr <= {(FIFO_DEPTHLOG2){1'b0}}; 
        else
          reg_wr_ptr <= reg_wr_ptr + 1'b1;
        reg_fifo_space_used <= reg_fifo_space_used + 1'b1 ;
      end
      if(fifo_rd_en) begin
        if(reg_rd_ptr == FIFO_DEPTH - 1 )
          reg_rd_ptr <= {(FIFO_DEPTHLOG2){1'b0}}; 
        else
          reg_rd_ptr <= reg_rd_ptr + 1'b1;
        reg_fifo_space_used <= reg_fifo_space_used - 1'b1 ;
      end
      if(fifo_rd_en && fifo_wr_en) begin
        reg_fifo_space_used <= reg_fifo_space_used;
      end
      if(fifo_init) begin
        reg_wr_ptr <= {(FIFO_DEPTHLOG2){1'b0}}; 
        reg_rd_ptr <= {(FIFO_DEPTHLOG2){1'b0}}; 
        reg_fifo_space_used <= {(FIFO_DEPTHLOG2){1'b0}}; 
      end
    end
  end
  always@(posedge clk) begin
    if(fifo_wr_en)
      reg_fifo_bank[reg_wr_ptr] <= fifo_wr_data;
  end
  assign fifo_rdata   = reg_fifo_bank[reg_rd_ptr];
  assign fifo_full    = (reg_fifo_space_used == FIFO_DEPTH);
  assign fifo_empty   = (reg_fifo_space_used == 'd0);
endmodule
[/design/flow/config.mk]
export PLATFORM = sky130hd
export DESIGN_NAME = fifo
export DESIGN_NICKNAME = fifo
export VERILOG_FILES = /design/flow/design.v
export SDC_FILE = /design/flow/constraint.sdc
export NUM_CORES = 4
export LEC_CHECK = 1
export CORE_UTILIZATION = 50
==> out/summary.txt <==
detailed-route via count = 2895
Fin. Hold Viols = 0
WL/cell = 21.0 um
maximum VDD drop = 300 uV
root cell of the clock tree = clkbuf_16
RSZ-0062 raised after global routing = false
drt initial violations = 162
Register-to-Register Path Depth = 4
EDFF count, synth = 128
clock latency on the worst-skew pair = 0.41 ns
IO Count = 23
synthesized area = 5880 sq um
filler cell count = 803
postcts setup bufs = 0
largest net degree at the start of global routing = 36
Cell Count Post-Placement = 480
setup slack, reg-to-reg = 3.71 ns
Setup crit start = reg_rd_ptr[0]
crit end category = output port
Hold Crit Depth = 1
Final Max Slew Viols = 0
gp weighted congestion = 0.788
Synthesis Warnings = 1
Post-synth ARST share = 10.5%
clk buf depth = 2
Cells after Synth = 317
Die H = 110 um
status = finished clean
die width = 110 um
WP data arrival = 2.96 ns
hold path endpoint = reg_wr_ptr[4]
ant diodes = 0
synthesis-to-layout area growth = 16.1%
Fmax achieved = 245 MHz
Post-CTS Resized = 0
clk slew on worst S/H paths = 0.05 ns
unique cell type count in the Yosys netlist = 41
CP Launch Type = flop
H-tree depth = 4
yosys cell count = 317
Non-Filler Instances = 512
CTS Buf Count = 17
worst r2r src = reg_wr_ptr[0]
Final ANT Viol Nets = 0
clock sinks = 143
OpenROAD warnings = 28
cycle use final = 72.9%
Power per Cell Area = 359 nW/um^2
global-route wire length before repair = 16.9 mm
HP Start = reg_wr_ptr[4]
Seq/Total Area, Yosys = 71.7%
# DRC = 0
Setup TNS = 0 ns
most used flip-flop cell = edfxtp_1
hold buffer count at CTS = 0
antenna violations before repair = 0
mean post-synth cell area = 18.6 sq um
dpl hpwl = 6.70 mm
CP Class = reg -> out
area reported by Yosys stat = 5880 sq um
Hold WC Path Type = reg -> reg
full die area = 12200 sq um
final WL = 10.8 mm
# port buffers = 22
WP data required = 4.48 ns
r2r endpoint = reg_fifo_bank[4][5]
Slew HR = 39.1%
Synth flops = 143
worst-path maximum fanout = 25
CTS tree = done
vias per cell = 5.65
layout cells sized above 1 = 16.3%
max-cap violations = 0
Core Area = 11500 sq um
Setup WS pre-CTS = 1.85 ns
final hold slack = 0.543 ns
grt total ovfl = 0
row cnt = 39
FP Core Util = 51.3%
# setup viols final = 0
drt pass-1 iters = 4
Lkg Pwr = 2.34 nW
post-route minimum period = 4.08 ns
Slew @ Worst Pin = 0.910 ns
gr usage total = 20.7%
Clock Skew = 0.00667 ns
number of global-route vias before repair = 3102
Final WS setup = 1.52 ns
==> cell type report <==
type | instances | area (sq um) | share of cell area (%)
inverter | 9 | 33.8 | 0.494
timing repair buffer | 36 | 325 | 4.76
clock buffer | 24 | 452 | 6.61
sequential | 143 | 4220 | 61.8
multi-input combinational | 149 | 1510 | 22.1
tap | 143 | 179 | 2.62
clock inverter | 8 | 114 | 1.67
==> power breakdown <==
| part | internal [mW] | switching [mW] | total, mW |
|---|---|---|---|
| sequential | 1.18 | 0.0172 | 1.20 |
| clock | 0.695 | 0.383 | 1.08 |
| combinational | 0.0946 | 0.0807 | 0.175 |
| total | 1.97 | 0.481 | 2.46 |
==> per-layer routing <==
metal	part of all wire, %	routed length, um	global-route usage (%)	up-vias
met1	39	4210	31.1	1394
met3	13	1360	13.5	10
met4	0.90	97	2.22	0
met2	47	5100	29.3	145
li1	-	-	-	1346
met5	0	0	0	-
==> worst max-delay path, cell delays in order (launching register included) <==
cell,delay [ns]
dfrtp_2,0.84
buf_4,0.37
mux4_1,0.58
a22oi_1,0.27
nand2_1,0.09
clkdlybuf4s50_1,0.40
==> logic make-up (layout without fill, tap and decap cells) <==
family	count (synthesis)	in the layout	share of synthesized area, %
compound gates	30	30	3.64
buf+inv	25	77	2.66
mux	36	36	13.8
fa+ha+maj	9	9	2.04
simple gates	68	68	5.17
flops	143	143	71.7
xor+xnor	6	6	1.02
==> sequential cells by signal, indices dropped and copies added (netlist names) <==
signal / cells
reg_wr_ptr: 5
reg_fifo_space_used: 5
reg_rd_ptr: 5
reg_fifo_bank: 128
==> how the worst max path moves through the flow <==
stage	to	slack [ns]	cells past startpoint
after global routing	fifo_rdata[4]	1.32	5
final	fifo_rdata[4]	1.52	5
after CTS	fifo_rdata[4]	1.41	5
==> through the flow <==
step	total power, mW	instance area [sq um]	utilization [%]
final	2.46	6830	59.6
after global routing	2.55	6830	59.6
after CTS	2.48	6830	59.6
after detailed placement	1.40	6270	54.7
after global placement	1.40	6270	54.7
after floorplan	1.33	5880	-
==> cell usage after synthesis (all sizes together), types with 2 or more instances <==
cell | count | area (sq um)
clkbuf | 5 | 20.0
nor2 | 29 | 109
xnor2 | 3 | 33.8
nand2 | 18 | 67.6
mux2i | 3 | 30.0
and2 | 2 | 12.5
inv | 9 | 33.8
xor2 | 3 | 26.3
nor2b | 5 | 31.3
nand2b | 2 | 12.5
ha | 8 | 100
nor4 | 2 | 12.5
nand3 | 2 | 10.0
a22oi | 16 | 120
mux4 | 32 | 769
edfxtp | 128 | 3840
a21oi | 6 | 30.0
dfrtp | 15 | 375
buf | 11 | 103
nor3 | 5 | 25.0
==> cell usage in the layout, fill, tap and decap left out, types with 3 or more instances in the layout <==
cell type and count:
a21oi_1 6, a22oi_1 16, buf_4 14, bufinv_16 3, clkbuf_1 7, clkbuf_16 17, clkdlybuf4s50_1 22, clkinv_2 4
dfrtp_1 14, edfxtp_1 128, ha_1 8, inv_1 9, mux2i_1 3, mux4_1 13, mux4_2 19, nand2_1 18
nor2_1 29, nor2b_1 5, nor3_1 5, xor2_1 3
Power is estimated from default activity; no workload was simulated.
