### design/flow/run.sh
#!/bin/bash
# OpenROAD 26Q1-2900-gdf79404cd8, Yosys 0.63+post, stock flow scripts
make -C /OpenROAD-flow-scripts/flow DESIGN_CONFIG=/design/flow/config.mk WORK_HOME=/design/flow/orfs finish
### design/flow/config.mk
export PLATFORM = sky130hd
export DESIGN_NAME = booth_mult
export DESIGN_NICKNAME = booth_mult
export VERILOG_FILES = /design/flow/design.v
export SDC_FILE = /design/flow/constraint.sdc
export NUM_CORES = 4
export LEC_CHECK = 1
export CORE_AREA = 10 10 114 114
export DIE_AREA = 0 0 124 124
### design/flow/constraint.sdc
current_design booth_mult

set clk_period 7.4
set clk_io_pct 0.2

create_clock -name clk0 -period $clk_period [get_ports {clk}]

set non_clock_inputs [all_inputs -no_clocks]
set_input_delay [expr $clk_period * $clk_io_pct] -clock clk0 $non_clock_inputs
set_output_delay [expr $clk_period * $clk_io_pct] -clock clk0 [all_outputs]
### design/flow/design.v
`default_nettype none
module booth_mult#(
  parameter MUL_A_W =8, 
  parameter MUL_B_W =8,
  parameter MUL_OUT_W = 16
)(
  input wire clk,
  input wire rst_n,
  input wire in_valid_i,
  input wire signed [MUL_A_W-1 : 0]in_A_i,
  input wire signed [MUL_B_W-1 : 0]in_B_i,
  output reg                   out_valid_o,
  output reg signed [MUL_OUT_W-1 : 0] mult_out_o
);
  localparam MUL_A_W_LOG2 = 4; 
  reg  multr_qn;            
  reg  signed [MUL_B_W-1       :  0]  part_prod_d;
  reg  signed [MUL_B_W-1       :  0]  part_prod;
  reg  signed [MUL_B_W-1       :  0]  multd;
  reg  signed [MUL_A_W-1       :  0]  multr;
  reg  [MUL_A_W_LOG2-1  :  0]  cntr;
  always@(posedge clk or negedge rst_n) begin
    if (rst_n == 1'b0) begin
      part_prod_d   <= {(MUL_B_W){1'b0}};
      multr_qn <= 1'b0;
      cntr  <= MUL_A_W;
    end else begin
      if(in_valid_i) begin
        part_prod_d   <= {(MUL_B_W){1'b0}};
        multr_qn <= 1'b0;
        cntr  <= MUL_A_W;
      end else begin 
        if(cntr != {(MUL_A_W_LOG2){1'b0}}) begin
          cntr <= cntr - 1'b1;
          multr_qn <= multr[0];
          if(multr_qn^multr[0] == 1'b1) begin
            part_prod_d <= part_prod >>>1;
          end else begin
            part_prod_d <= part_prod_d >>>1;
          end
        end
      end
    end
  end
  always@(posedge clk) begin
    if (in_valid_i) begin
      multd <= in_B_i;
      multr <= in_A_i;
    end else begin
      if (cntr != {(MUL_A_W_LOG2){1'b0}}) begin
        if(multr_qn^multr[0] == 1'b1) begin
          multr <= {part_prod[0],multr[MUL_A_W-1:1]};
        end else  begin
          multr <= {part_prod_d[0],multr[MUL_A_W-1:1]};
        end
      end
    end
  end 
  always@(*) begin
    part_prod   = (multr[0]==1'b1) ? part_prod_d - multd : part_prod_d + multd;
    out_valid_o = (cntr=={(MUL_A_W_LOG2){1'b0}});
    mult_out_o  = {part_prod_d,multr};
  end
endmodule
==> Slide: Implementation Results <==
Implementation Results

Pwr
  – Clock power share: between 15 and 20%
  – Lkg Pwr: 0.878 nW
  – Combinational share of power: ~48%
  – PwrDens: around 330 nW/um2
  – Sw frac: a little over a third
  – Internal Power: 0.484 mW
  – Flop pwr share: between 30 and 40%
  – Worst vdd ir: 0.0000930 V
  – P_sw: approximately 0.27 mW

Final timing
  – Final setup vio count: 0
  – Peak Freq: ~280 MHz
  – Worst Tran Pin Value: approximately 0.8 ns
  – Fin. max-slew vios: 0
  – Setup_tns: 0 ns
  – Period minus WS final: about 3.6 ns
  – Tcrit/Tclk final: approximately 48%
  – Final Hold Violating Endpoints: 0
  – Slew Limit Headroom: a little under half
  – Setup ws final: 3.84 ns
  – RSZ-0062 raised after global routing: no
  – Clock Skew: ~0.0071 ns

Run status
  – Status: complete, no violations

Critical path
  – CP arrival: about 2.1 ns
  – Setup CP Type: flip-flop to output pin
  – Crit path top cell by count: inv_1
  – Reg2reg setup slack: about 4.7 ns
  – Worst path required time: between 5 and 6 ns
  – Reg-to-Reg Start: multd[0]$_DFFE_PP_
  – Crit-path max FO: 15
  – Worst R2R Path Depth: 10
  – CP Capture Type: output pin
  – Critical Path End: out_valid_o
  – Setup crit start kind: flip-flop
  – CP Cell Sequence: inv_1, ha_1, nand2_1, inv_1, clkdlybuf4s50_1
  – CP Launch Point: cntr[0]$_DFFE_PN0P_
  – CP max stage cell: clkdlybuf4s50_1
  – RR Endpoint: part_prod_d[6]$_DFFE_PN0P_
  – Crit-path max cell delay: ~0.53 ns

Clocking
  – Clk pin slew, worst setup/hold paths: roughly 0.05 ns
  – Clk latency late pin: 0.28 ns
  – H-tree depth: 2
  – Post-CTS resize count: 0
  – Max Root-Sink Buffers: 2
  – Setup Fix Bufs, Post-CTS: 0
  – Clk Tree Root Cell: clkbuf_8
  – Cts-stage hold buffer count: 0
  – Clock buffer count from CTS: 5
  – Clock sinks: 29
  – CTS tree: done

Logic synthesis
  – Mapped Area: ~1700 um2
  – YS chip area: 1700 um2
  – Ys flop type: edfxtp_1
  – Seq share, synth: between 40% and 50%
  – Post-synth EDFFs: 16
  – Post-Syn Instances: ~160
  – Ys async rst share: between 40 and 50%
  – Syn Area/Cell: 10.7 um2
  – Synth flops: 29
  – Synthesis Warnings: 1
  – Cell Type Count: 38
  – Ys cells: 159

Routing
  – DRT Wirelength: a little under 4 mm
  – Pre-antenna DRT Iters: 4
  – Post-detailed-route wirelength per cell: 11.8 um
  – Final ANT Viol Nets: 0
  – Vias/cell: between 3 and 4
  – Via count: roughly 1300
  – DRT iter0 DRCs: about 75
  – DRC viols: 0
  – # diodes: 0

Floorplanning
  – Die Wd: 124 um
  – Cell row count: 37
  – Die height: between 100 and 150 um
  – Die ar.: ~15000 um2
  – Area of the core: 10400 um2
  – Pre-Place Util: around 16%
  – I/O Pins: 36

Global routing
  – Initial antenna violation count: 0
  – Vias in the first global route: around 1300
  – Gr ovfl total: 0
  – Largest net degree at the start of global routing: 31
  – First-pass GRT wire length: ~6.5 mm
  – GRT Util Overall: between 5 and 6%

Flow run
  – Maxcap violations: 0
  – Number of OpenROAD warnings: 26

Finish
  – Most frequent logic cells in the routed design: clkdlybuf4s50_1, nor2_1, edfxtp_1, inv_1, dfrtp_1
  – Fillers: around 1100
  – Storage cell area: about 810 um2
  – Area grow syn2layout: 34.5%
  – Layout cell share with drive strength beyond 1: between 10 and 15%
  – Top cell excl fill/tap: clkdlybuf4s50_1
  – Footprint of the multi-input gates: a little over 800 um2

Place
  – Pre-CTS setup slack: between 4 and 5 ns
  – Count of input and output buffers: 35
  – RePlAce Congestion: about 0.85
  – Post-detail-place hpwl: approximately 3 mm

Hold path
  – Hold Crit Class: flip-flop to flip-flop
power groups by stage:
stage / Sequential, mW / Clock, mW / Combinational [mW]
6_report: 0.268 / 0.124 / 0.362
5_1_grt: 0.277 / 0.140 / 0.411
4_1_cts: 0.270 / 0.130 / 0.369
layer usage:
metal	vias to the layer above	track usage, %	wire length, um
li1	639	-	-
met1	586	7.33	1820
met2	27	8.31	1830
met3	6	1.97	245
met4	0	0.719	50
met5	-	0	0
worst min path at each step:
stage	start	endpoint	slack (ns)	cells past startpoint
finish	cntr[0]$_DFFE_PN0P_	cntr[3]$_DFFE_PN1P_	0.53	2
global route	cntr[0]$_DFFE_PN0P_	cntr[3]$_DFFE_PN1P_	0.58	2
CTS	cntr[0]$_DFFE_PN0P_	cntr[3]$_DFFE_PN1P_	0.54	2
worst max-delay path, delay by kind of cell, from the launching register on:
kind,cells,cell delay (ns)
buf+inv,3,0.98
flops,1,0.37
simple gates,1,0.28
fa+ha+maj,1,0.18
cells in the mapped netlist (3+ instances only):
| cell type | number | area share (%) |
|---|---|---|
| mux2_2 | 9 | 6.0 |
| nor2_1 | 19 | 4.2 |
| dfrtp_1 | 12 | 18 |
| o21ai_0 | 3 | 0.89 |
| clkbuf_1 | 3 | 0.66 |
| o31ai_1 | 3 | 1.3 |
| edfxtp_1 | 16 | 28 |
| a211oi_1 | 5 | 2.2 |
| inv_1 | 15 | 3.3 |
| a31oi_1 | 3 | 1.1 |
| a21oi_1 | 9 | 2.7 |
| nor2b_1 | 3 | 1.1 |
| ha_1 | 10 | 7.4 |
| nand3_1 | 3 | 0.89 |
| xnor2_1 | 10 | 5.2 |
| nand2_1 | 7 | 1.6 |
metrics by stage:
step / instance area (um2) / instances / hold slack, ns / power, mW / utilization, %
2_1_floorplan: 1700 / 159 / 0.493 / 0.501 / -
3_3_place_gp: 2200 / 326 / 0.517 / 0.634 / 21.1
3_5_place_dp: 2200 / 326 / 0.528 / 0.638 / 21.1
4_1_cts: 2280 / 334 / 0.538 / 0.769 / 21.9
5_1_grt: 2280 / 334 / 0.576 / 0.828 / 21.9
6_report: 2280 / 334 / 0.530 / 0.755 / 21.9
kinds of logic (layout without fill, tap and decap cells):
group,count (synthesis),count (layout),share of synthesized area (%)
compound gates,37,37,15.5
xor+xnor,12,12,6.20
mux,9,9,5.98
fa+ha+maj,11,11,8.56
simple gates,40,40,11.3
buf+inv,21,60,4.87
flops,29,29,47.6
final cells by class:
cell class	count	area share, %
Tap cell	136	7.46
Timing Repair Buffer	36	15.7
Sequential cell	29	35.4
Inverter	16	2.63
Clock buffer	8	3.51
Multi-Input combinational cell	109	35.3
state kept, by name (all words and copies together), names as in the netlist:
signal / count
cntr: 4
multr_qn: 1
multd: 8
part_prod_d: 8
multr: 8
Power and IR drop assume default switching activity.
