==> design.v <==
`default_nettype none
module carry_lookahead_unit_adder#(
  parameter DATA_IN_W = 4
)(
  input  wire                 carry_in_i,
  input  wire [DATA_IN_W-1:0] inp_A_i,
  input  wire [DATA_IN_W-1:0] inp_B_i,
  output wire                 gr_carry_prop_o,
  output wire                 gr_carry_gen_o,
  output wire                 carry_o,
  output wire [DATA_IN_W-1:0] sum_o
);
  wire [DATA_IN_W  :0] carry;
  wire [DATA_IN_W-1:0] carry_gen;
  wire [DATA_IN_W-1:0] carry_prop;
  genvar i;
  assign carry_gen  = inp_A_i & inp_B_i ;
  assign carry_prop = inp_A_i ^ inp_B_i ;
  assign sum_o      = carry_prop ^ (carry[DATA_IN_W-1:0]) ;
  cla_logic#( 
    .CARRY_OUT_SIZE(DATA_IN_W)
  ) inst_cla_logic(
    .carry_i         (carry_in_i),
    .carry_prop_i    (carry_prop),
    .carry_gen_i     (carry_gen),
    .carry_o         (carry),
    .gr_carry_prop_o (gr_carry_prop_o),
    .gr_carry_gen_o  (gr_carry_gen_o)
  );
  assign carry_o = carry[DATA_IN_W];
endmodule
`default_nettype none
module cla_logic #(
  parameter CARRY_OUT_SIZE = 16
)(
  input  wire                      carry_i,
  input  wire [CARRY_OUT_SIZE-1:0] carry_gen_i,
  input  wire [CARRY_OUT_SIZE-1:0] carry_prop_i,
  output wire                      gr_carry_gen_o,
  output wire                      gr_carry_prop_o,
  output wire [CARRY_OUT_SIZE:0]   carry_o 
);
  reg   [CARRY_OUT_SIZE-1:0]temp_carry_gen;
  genvar i;
  generate 
    for(i=0;i<=CARRY_OUT_SIZE;i=i+1) begin : CARRY_OUT_GEN
      if(i==0)
        assign carry_o[i]       = carry_i ;
      else
        assign carry_o[i]       = (carry_gen_i[i-1] | (carry_prop_i[i-1] & carry_o[i-1]));
    end
    for(i=0;i<CARRY_OUT_SIZE;i=i+1) begin : CARRY_GENERATE_GEN
      if (i==0)
        assign temp_carry_gen[i]  = carry_gen_i[i]; 
      else
        assign temp_carry_gen[i]  = (carry_gen_i[i] | (carry_prop_i[i] & (temp_carry_gen[i-1])));
    end
  endgenerate
  assign gr_carry_prop_o = (&carry_prop_i);
  assign gr_carry_gen_o  = temp_carry_gen[CARRY_OUT_SIZE-1];
endmodule
`default_nettype none
module cla_signed_add_sub #(
  parameter DATA_IN_W = 16
)(
  input  wire                        sub_nadd,
  input  wire signed [DATA_IN_W-1:0] inp_A_i,
  input  wire signed [DATA_IN_W-1:0] inp_B_i,
  output wire                        carry_o,
  output wire signed [DATA_IN_W-1:0] out_o
);
  localparam CLA_DATA_IN_W = 4;
  localparam NUM_CLA_UNITS = DATA_IN_W/CLA_DATA_IN_W;
  wire [NUM_CLA_UNITS-1:0] carry_prop;
  wire [NUM_CLA_UNITS-1:0] carry_gen;
  wire [NUM_CLA_UNITS-1:0] carry;
  wire [DATA_IN_W-1:0]     inp_B;
  genvar i;
  assign inp_B = inp_B_i ^ {(DATA_IN_W){sub_nadd}} ;
  generate
    for(i=0;i<NUM_CLA_UNITS;i=i+1) begin : CLA_UNIT
      carry_lookahead_unit_adder #(
        .DATA_IN_W(CLA_DATA_IN_W)
      ) inst_cla_unit_adder (
          .carry_in_i       (carry[i]                                     ),
          .inp_A_i          (inp_A_i[i*CLA_DATA_IN_W+:CLA_DATA_IN_W]      ),
          .inp_B_i          (inp_B[i*CLA_DATA_IN_W+:CLA_DATA_IN_W]      ),
          .gr_carry_prop_o  (carry_prop[i]                                ),
          .gr_carry_gen_o   (carry_gen[i]                                 ),
          .carry_o          (                                             ), 
          .sum_o            (out_o[i*CLA_DATA_IN_W+:CLA_DATA_IN_W]      )
      );
    end
  endgenerate
  cla_logic #(
    .CARRY_OUT_SIZE(NUM_CLA_UNITS)
  ) inst_cla_logic(
    .carry_i         (sub_nadd),
    .carry_prop_i    (carry_prop),
    .carry_gen_i     (carry_gen ),
    .carry_o         ({carry_o,carry}),
    .gr_carry_prop_o (), 
    .gr_carry_gen_o  ()  
  );
endmodule
==> run.sh <==
#!/bin/bash
# OpenROAD 26Q1-2900-gdf79404cd8, Yosys 0.63+post, stock flow scripts
make -C /OpenROAD-flow-scripts/flow DESIGN_CONFIG=/design/flow/config.mk WORK_HOME=/design/flow/orfs finish
==> config.mk <==
export PLATFORM = sky130hd
export DESIGN_NAME = cla_signed_add_sub
export DESIGN_NICKNAME = cla_signed_add_sub
export VERILOG_FILES = /design/flow/design.v
export SDC_FILE = /design/flow/constraint.sdc
export NUM_CORES = 4
export LEC_CHECK = 1
export CORE_AREA = 10 10 81 81
export DIE_AREA = 0 0 91 91
==> constraint.sdc <==
current_design cla_signed_add_sub

set clk_period 8.5
set clk_io_pct 0.2

create_clock -name clk0 -period $clk_period

set non_clock_inputs [all_inputs -no_clocks]
set_input_delay [expr $clk_period * $clk_io_pct] -clock clk0 $non_clock_inputs
set_output_delay [expr $clk_period * $clk_io_pct] -clock clk0 [all_outputs]
==> run summary <==
The implementation run finished. The flow ran to the end, and the final reports show no timing, DRC or antenna violations. Per the placement report, the placed cell count is 227. The most critical min-delay path falls under in2out. The first routing iteration left 4 violations. Gates resized during post-CTS repair numbered 0.

Worst slew margin relative to its limit landed at 62.56%. In the Yosys report the total cell count is 111. Summing all placed instances gives a cell area of 1496 um^2.

The most common logic cell in the final layout is sky130_fd_sc_hd__clkdlybuf4s50_1. Flip-flop and latch area landed at 0 um^2. The area recorded from the Yosys report for this design is about 920 um^2. Across all layers, the routed design uses 822 vias. Hold-fix buffer count after cts landed at 0. Final-report max-slew violation count landed at 0.

Across all stage logs, warnings added up to 32. Post-route period utilization is reported as 85.97%. The die covers 8281 um^2.

Summed over all nets, the half-perimeter wirelength after detailed placement is 2295 um. Endpoint arrival time on the critical path landed at approximately 5600 ps. Total global-route track usage landed at 5.964%.

Before CTS, the worst setup slack after placement is 1135 ps. Flip-flop and latch count landed at 0. Walking the worst path, the cells encountered are clkdlybuf4s50_1 -> buf_4 -> xor2_1 -> ha_1 -> a21oi_1 -> o211ai_2 -> a211o_1 -> a21oi_2 -> fa_1 -> fa_1 -> fa_1 -> xnor2_1 -> clkdlybuf4s50_1. Summing every instance area after synthesis gives 923.4 um^2. After detailed routing, the number of vias per cell comes to 3.621. Slew at the pin with the worst max-slew slack landed at 559.9 ps. Total grt overflow landed at 0.

Based on the critical path, the design can be clocked at up to roughly 0.14 GHz. Hold violation total from the final report landed at 0. In this run the standard cell core region covers 4817 um^2. Count of antenna-violating nets left after detailed routing landed at 0. Setup fix buffers added after clock tree synthesis landed at 0.

Power density over cell area landed at 86.55 nW/um^2. For this design the top-level I/O count stands at 50. Core utilization before placement landed at between 10% and 20%. Setup total negative slack on the finished layout was measured at 0 ps. Biggest fanout along the worst timing path landed at 10. For this run, the number of Yosys warnings is 4. STA classifies the critical path startpoint as an input pin. The most critical hold endpoint after final layout shows a slack of 4502 ps.

According to the timing report, the data required time at the worst endpoint equals 6800 ps. The final weighted congestion recorded by global placement is 0.7510. Number of cell rows landed at 25.

The run reported a max-capacitance violation count of 0. The die is 91 um wide. Summing all non-filler instances in the final layout gives an area of between 1000 and 1500 um^2.

Share of cells above drive strength 1 landed at 3.750%. Count of mapped cells out of synthesis landed at 111. The largest individual stage delay along the critical path comes from the cell sky130_fd_sc_hd__clkdlybuf4s50_1.

Worst voltage drop across the vdd grid landed at between 20 and 30 uV. Total of endpoints with negative setup slack in the final report landed at 0. The worst path in the final design needs a cycle of about 7300 ps, including I/O delays and setup. Initial antenna violation count landed at 0.

The floorplan step set the die height to 91 um. Sequential fraction of the synthesis area landed at 0%. Per the detail_route report, routed wire per instance is about 11 um. Setup repair after global routing left no endpoint under its margin.

Maximum number of pins on one net before global-route repair landed at 11. For this design the static power due to leakage is 0.7415 nW. In the routed netlist, the antenna diode instances number 0. Number of distinct library cells after synthesis landed at 24.

The top cell types in the final layout, fill and taps aside, are sky130_fd_sc_hd__clkdlybuf4s50_1 (50), sky130_fd_sc_hd__inv_1 (34), sky130_fd_sc_hd__xor2_1 (17). Per the run report, area growth between synthesis and finish was 62.06%. Final worst setup slack landed at 1193 ps. The critical path is of the in2out type. The first detailed-routing pass ran for 4 iterations. First-pass GRT wire length landed at 4133 um.

Area of combinational cells with multiple inputs landed at 773.2 um^2. The timing report gives the biggest stage delay along the critical path as 820 ps. Per the post-synthesis stats, the area per cell is 8.319 um^2. The most numerous cell type found on the critical path is sky130_fd_sc_hd__fa_1.

Remaining design rule violation count landed at 0. Total length of routed wires landed at 2432 um. Once layout is complete, the cells apart from fillers number 227. The final layout report lists a clock buffer count of 0. STA classifies the critical path endpoint as an output port.

The number of global-route vias before repair is 898. The layout has between 500 and 600 filler cells. The placement report lists the number of port buffers as 50.
-- worst max-delay path, delay by kind of cell --
| kind | cells | cell delay (ps) |
|---|---|---|
| compound gates | 4 | 480 |
| xor+xnor | 2 | 260 |
| fa+ha+maj | 4 | 1530 |
| buf+inv | 3 | 1610 |
-- per-stage QoR --
stage | util (%) | total power [mW]
after floorplan | - | 0.05713
after global placement | 31.06 | 0.1354
after detailed placement | 31.06 | 0.1346
after CTS | 31.06 | 0.1356
after global routing | 31.06 | 0.1495
final | 31.06 | 0.1295
-- synth_stat cells, types with 2 or more instances --
cell | count | area [um^2]
sky130_fd_sc_hd__a21o_1 | 2 | 15.01
sky130_fd_sc_hd__a21oi_1 | 4 | 20.02
sky130_fd_sc_hd__fa_1 | 11 | 220.2
sky130_fd_sc_hd__ha_1 | 16 | 200.2
sky130_fd_sc_hd__inv_1 | 34 | 127.6
sky130_fd_sc_hd__nand2_1 | 3 | 11.26
sky130_fd_sc_hd__nor2_1 | 4 | 15.01
sky130_fd_sc_hd__o21ai_0 | 2 | 10.01
sky130_fd_sc_hd__xnor2_1 | 4 | 35.03
sky130_fd_sc_hd__xor2_1 | 17 | 148.9
-- worst paths after layout --
check                   from         to  slack (ps)  depth (start not counted)
setup / recovery    sub_nadd  out_o[15]        1190                         13
hold / removal    inp_A_i[4]   out_o[4]        4500                          5
-- area by class of cell --
type	instances	area share, %
multi-input combinational	74	51.67
timing repair buffer	51	33.95
inverter	35	8.779
tap	67	5.602
-- where the power goes --
| part | internal, mW | switching (mW) | total (mW) |
|---|---|---|---|
| Clock | 0 | 0 | 0 |
| Sequential | 0 | 0 | 0 |
| Combinational | 0.0833 | 0.0462 | 0.130 |
| Total | 0.0833 | 0.0462 | 0.130 |
-- layer usage --
layer / vias up / track usage [%] / part of all wire (%)
li1: 437 / - / -
met1: 357 / 7.411 / 43
met2: 28 / 10.74 / 49
met3: 0 / 1.577 / 7.2
met4: 0 / 0 / 0
met5: - / 0 / 0
-- kinds of logic after synthesis --
family	after synthesis	share of synthesized area, %
AND-OR/OR-AND	14	10.84
AND/OR/NAND/NOR	11	6.368
XOR/XNOR	21	19.92
buffers and inverters	37	16.26
adder cells (fa/ha/maj)	27	45.53
multiplexers	1	1.084
Power is estimated from default activity; no workload was simulated.
